File: design/flow/config.mk
export PLATFORM = sky130hd
export DESIGN_NAME = enose_accel
export DESIGN_NICKNAME = enose_accel
export VERILOG_FILES = /design/flow/design.v
export SDC_FILE = /design/flow/constraint.sdc
export NUM_CORES = 4
export LEC_CHECK = 1
export CORE_UTILIZATION = 40
export SYNTH_HDL_FRONTEND = slang
export SYNTH_MEMORY_MAX_BITS = 65536
File: design/flow/constraint.sdc
current_design enose_accel

set clk_period 17.5
set clk_io_pct 0.2

create_clock -name clk0 -period $clk_period [get_ports {s00_axi_aclk}]

set non_clock_inputs [all_inputs -no_clocks]
set_input_delay [expr $clk_period * $clk_io_pct] -clock clk0 $non_clock_inputs
set_output_delay [expr $clk_period * $clk_io_pct] -clock clk0 [all_outputs]
File: design/flow/design.v
`timescale 1ns / 1ps
module enose_accel #(
    parameter integer N_IN      = 12,
    parameter integer N_HIDDEN  = 32,
    parameter integer N_OUT     = 3,
    parameter integer W_LEN_MAX = 64,
    parameter integer TH_H     = 64,
    parameter integer TH_O     = 64,
    parameter integer LEAK_H   = 4,
    parameter integer LEAK_O   = 4,
    parameter integer C_S_AXI_DATA_WIDTH = 32,
    parameter integer C_S_AXI_ADDR_WIDTH = 7
)(
    input  wire                                s00_axi_aclk,
    input  wire                                s00_axi_aresetn,
    input  wire [C_S_AXI_ADDR_WIDTH-1:0]       s00_axi_awaddr,
    input  wire [2:0]                          s00_axi_awprot,
    input  wire                                s00_axi_awvalid,
    output reg                                 s00_axi_awready,
    input  wire [C_S_AXI_DATA_WIDTH-1:0]       s00_axi_wdata,
    input  wire [(C_S_AXI_DATA_WIDTH/8)-1:0]   s00_axi_wstrb,
    input  wire                                s00_axi_wvalid,
    output reg                                 s00_axi_wready,
    output wire [1:0]                          s00_axi_bresp,
    output reg                                 s00_axi_bvalid,
    input  wire                                s00_axi_bready,
    input  wire [C_S_AXI_ADDR_WIDTH-1:0]       s00_axi_araddr,
    input  wire [2:0]                          s00_axi_arprot,
    input  wire                                s00_axi_arvalid,
    output reg                                 s00_axi_arready,
    output reg  [C_S_AXI_DATA_WIDTH-1:0]       s00_axi_rdata,
    output wire [1:0]                          s00_axi_rresp,
    output reg                                 s00_axi_rvalid,
    input  wire                                s00_axi_rready,
    input  wire [31:0]                         s_axis_tdata,
    input  wire                                s_axis_tvalid,
    output wire                                s_axis_tready,
    input  wire                                s_axis_tlast
);
    assign s00_axi_bresp = 2'b00;
    assign s00_axi_rresp = 2'b00;
    reg [31:0] reg_control, reg_status, reg_window_len, reg_result_class;
    reg [31:0] reg_count0, reg_count1, reg_count2, reg_conf, reg_latency;
    reg [31:0] reg_debug0, reg_debug1;
    reg [6:0] aw_addr_latched;
    reg [31:0] w_data_latched;
    reg aw_done, w_done;
    wire wr_fire = aw_done && w_done && !s00_axi_bvalid;
    always @(posedge s00_axi_aclk) begin
        if (!s00_axi_aresetn) begin
            s00_axi_awready <= 0; s00_axi_wready  <= 0; s00_axi_bvalid  <= 0;
            aw_done <= 0; w_done  <= 0;
        end else begin
            if (s00_axi_awvalid && !aw_done) begin s00_axi_awready <= 1; aw_addr_latched <= s00_axi_awaddr[6:0]; aw_done <= 1; end 
            else s00_axi_awready <= 0;
            if (s00_axi_wvalid && !w_done) begin s00_axi_wready <= 1; w_data_latched <= s00_axi_wdata; w_done <= 1; end 
            else s00_axi_wready <= 0;
            if (wr_fire) s00_axi_bvalid <= 1;
            if (s00_axi_bvalid && s00_axi_bready) begin s00_axi_bvalid <= 0; aw_done <= 0; w_done  <= 0; end
        end
    end
    reg [6:0] ar_addr_latched;
    always @(posedge s00_axi_aclk) begin
        if (!s00_axi_aresetn) begin
            s00_axi_arready <= 0; s00_axi_rvalid  <= 0; s00_axi_rdata   <= 0;
        end else begin
            if (s00_axi_arvalid && !s00_axi_rvalid && !s00_axi_arready) begin s00_axi_arready <= 1; ar_addr_latched <= s00_axi_araddr[6:0]; end 
            else s00_axi_arready <= 0;
            if (s00_axi_arready) begin
                s00_axi_rvalid <= 1;
                case (ar_addr_latched)
                    7'h00: s00_axi_rdata <= reg_control;      7'h04: s00_axi_rdata <= reg_status;
                    7'h08: s00_axi_rdata <= reg_window_len;   7'h0C: s00_axi_rdata <= N_IN;
                    7'h10: s00_axi_rdata <= N_HIDDEN;         7'h14: s00_axi_rdata <= N_OUT;
                    7'h18: s00_axi_rdata <= reg_result_class; 7'h1C: s00_axi_rdata <= reg_count0;
                    7'h20: s00_axi_rdata <= reg_count1;       7'h24: s00_axi_rdata <= reg_count2;
                    7'h28: s00_axi_rdata <= reg_conf;         7'h2C: s00_axi_rdata <= reg_latency;
                    7'h30: s00_axi_rdata <= reg_debug0;       7'h34: s00_axi_rdata <= reg_debug1;
                    default: s00_axi_rdata <= 32'hDEAD_BEEF;
                endcase
            end
            if (s00_axi_rvalid && s00_axi_rready) s00_axi_rvalid <= 0;
        end
    end
    reg [N_IN-1:0] spike_buf [0:W_LEN_MAX-1];
    reg [5:0] recv_cnt;
    (* ram_style = "block" *) reg signed [7:0] w1_bram [0:N_IN*N_HIDDEN-1];
    (* ram_style = "block" *) reg signed [7:0] w2_bram [0:N_HIDDEN*N_OUT-1];
    initial begin
        $readmemh("C:/fpga_work/rtl/w1.mem", w1_bram);
        $readmemh("C:/fpga_work/rtl/w2.mem", w2_bram);
    end
    reg [15:0] w1_addr, w2_addr;
    reg signed [7:0] w1_dout, w2_dout;
    always @(posedge s00_axi_aclk) begin
        w1_dout <= w1_bram[w1_addr];
        w2_dout <= w2_bram[w2_addr];
    end
    reg signed [15:0] vh [0:N_HIDDEN-1];
    reg signed [15:0] vo [0:N_OUT-1];
    reg [15:0] out_count [0:N_OUT-1];
    reg [N_HIDDEN-1:0] h_spikes;
    localparam [2:0] S_IDLE = 3'd0, S_RECV = 3'd1, S_HIDDEN = 3'd2,
                     S_OUTPUT = 3'd3, S_NEXT_T = 3'd4, S_DONE = 3'd5;
    reg [2:0]  state;
    reg [5:0]  t_idx, neuron_idx, hn_idx;
    reg [15:0] ch_idx, out_neuron_idx;
    reg signed [15:0] acc;
    reg [31:0] cycle_cnt, total_h_spikes;
    reg [1:0] read_phase;  
    assign s_axis_tready = (state == S_RECV);
    wire stream_accept = (state == S_RECV) && s_axis_tvalid;
    integer i;
    always @(posedge s00_axi_aclk) begin
        if (!s00_axi_aresetn) begin
            state <= S_IDLE; reg_control <= 0; reg_status <= 0; reg_window_len <= 32'd10; reg_result_class <= 0;
            reg_count0 <= 0; reg_count1 <= 0; reg_count2 <= 0; reg_conf <= 0; reg_latency <= 0; reg_debug0 <= 0; reg_debug1 <= 0;
            recv_cnt <= 0; t_idx <= 0; neuron_idx <= 0; ch_idx <= 0; acc <= 0; read_phase <= 0;
            h_spikes <= 0; out_neuron_idx <= 0; hn_idx <= 0; cycle_cnt <= 0; total_h_spikes <= 0;
            w1_addr <= 0; w2_addr <= 0;
            for (i=0; i<N_HIDDEN; i=i+1) vh[i] <= 0;
            for (i=0; i<N_OUT; i=i+1) begin vo[i] <= 0; out_count[i] <= 0; end
        end else begin
            if (state != S_IDLE && state != S_DONE) begin
                if (state == S_RECV && recv_cnt == 0 && !s_axis_tvalid) begin
                end else begin
                    cycle_cnt <= cycle_cnt + 1;
                end
            end
            if (wr_fire && aw_addr_latched == 7'h00) begin
                reg_control <= w_data_latched;
                if (w_data_latched[1]) begin  
                    state <= S_IDLE; reg_status <= 0; recv_cnt <= 0; t_idx <= 0; cycle_cnt <= 0; total_h_spikes <= 0;
                    reg_debug0 <= 0; reg_debug1 <= 0; h_spikes <= 0; read_phase <= 0;
                    for (i=0; i<N_HIDDEN; i=i+1) vh[i] <= 0;
                    for (i=0; i<N_OUT; i=i+1) begin vo[i] <= 0; out_count[i] <= 0; end
                end
                else if (w_data_latched[0] && state == S_IDLE) begin  
                    state <= S_RECV; reg_status <= 32'h2; recv_cnt <= 0; t_idx <= 0; cycle_cnt <= 0; total_h_spikes <= 0; h_spikes <= 0; read_phase <= 0;
                    for (i=0; i<N_HIDDEN; i=i+1) vh[i] <= 0;
                    for (i=0; i<N_OUT; i=i+1) begin vo[i] <= 0; out_count[i] <= 0; end
                end
            end
            if (wr_fire && aw_addr_latched == 7'h08) reg_window_len <= w_data_latched;
            case (state)
                S_IDLE: begin end
                S_RECV: begin
                    if (stream_accept) begin
                        spike_buf[recv_cnt] <= s_axis_tdata[N_IN-1:0];
                        recv_cnt <= recv_cnt + 1;
                        if ((recv_cnt + 1) >= reg_window_len[5:0] || s_axis_tlast) begin
                            reg_debug0 <= {26'd0, recv_cnt + 6'd1};
                            state <= S_HIDDEN; t_idx <= 0; neuron_idx <= 0; ch_idx <= 0; acc <= 0; read_phase <= 0;
                        end
                    end
                end
                S_HIDDEN: begin
                    if (ch_idx < N_IN) begin
                        if (read_phase == 0) begin
                            w1_addr <= ch_idx * N_HIDDEN + neuron_idx;
                            read_phase <= 1;
                        end else if (read_phase == 1) begin
                            read_phase <= 2;  
                        end else begin
                            if (spike_buf[t_idx][ch_idx]) acc <= acc + w1_dout;
                            ch_idx <= ch_idx + 1;
                            read_phase <= 0;
                        end
                    end else begin
                        begin : hidden_update_blk
                            reg signed [15:0] v_leaked, v_new;
                            v_leaked = vh[neuron_idx] - ($signed(vh[neuron_idx]) >>> LEAK_H);
                            v_new    = v_leaked + acc;
                            if (v_new >= TH_H) begin
                                vh[neuron_idx] <= 16'sd0; h_spikes[neuron_idx] <= 1'b1; total_h_spikes <= total_h_spikes + 1;
                            end else begin
                                vh[neuron_idx] <= v_new; h_spikes[neuron_idx] <= 1'b0;
                            end
                        end
                        if (neuron_idx + 1 < N_HIDDEN) begin
                            neuron_idx <= neuron_idx + 1; ch_idx <= 0; acc <= 0;
                        end else begin
                            state <= S_OUTPUT; out_neuron_idx <= 0; hn_idx <= 0; acc <= 0; read_phase <= 0;
                        end
                    end
                end
                S_OUTPUT: begin
                    if (hn_idx < N_HIDDEN) begin
                        if (read_phase == 0) begin
                            w2_addr <= hn_idx * N_OUT + out_neuron_idx;
                            read_phase <= 1;
                        end else if (read_phase == 1) begin
                            read_phase <= 2;
                        end else begin
                            if (h_spikes[hn_idx]) acc <= acc + w2_dout;
                            hn_idx <= hn_idx + 1;
                            read_phase <= 0;
                        end
                    end else begin
                        begin : output_update_blk
                            reg signed [15:0] v_leaked, v_new;
                            v_leaked = vo[out_neuron_idx] - ($signed(vo[out_neuron_idx]) >>> LEAK_O);
                            v_new    = v_leaked + acc;
                            if (v_new >= TH_O) begin
                                vo[out_neuron_idx] <= 16'sd0; out_count[out_neuron_idx] <= out_count[out_neuron_idx] + 1;
                            end else vo[out_neuron_idx] <= v_new;
                        end
                        if (out_neuron_idx + 1 < N_OUT) begin
                            out_neuron_idx <= out_neuron_idx + 1; hn_idx <= 0; acc <= 0;
                        end else state <= S_NEXT_T;
                    end
                end
                S_NEXT_T: begin
                    h_spikes <= 0;
                    if (t_idx + 1 < reg_window_len[5:0]) begin
                        t_idx <= t_idx + 1; neuron_idx <= 0; ch_idx <= 0; acc <= 0; state <= S_HIDDEN; read_phase <= 0;
                    end else state <= S_DONE;
                end
                S_DONE: begin
                    if (out_count[0] >= out_count[1] && out_count[0] >= out_count[2]) reg_result_class <= 32'd0;
                    else if (out_count[1] >= out_count[2]) reg_result_class <= 32'd1;
                    else reg_result_class <= 32'd2;
                    reg_count0 <= {16'd0, out_count[0]}; reg_count1 <= {16'd0, out_count[1]}; reg_count2 <= {16'd0, out_count[2]};
                    reg_latency <= cycle_cnt; reg_debug1 <= total_h_spikes; reg_status <= 32'h1; reg_conf <= 32'd0;
                    state <= S_IDLE;
                end
            endcase
        end
    end
endmodule
File: design/flow/run.sh
#!/bin/bash
# OpenROAD 26Q1-2900-gdf79404cd8, Yosys 0.63+post, stock flow scripts
make -C /OpenROAD-flow-scripts/flow DESIGN_CONFIG=/design/flow/config.mk WORK_HOME=/design/flow/orfs finish
==> results_dict.tcl <==
# flow metrics
set metrics [dict create \
    cellLeakagePower_uw 0.01775 \
    reg2reg_depth 18 \
    post-route-period-util_pct 43.52 \
    post-route-min-period_ns 7.616 \
    timing.rr.end "vh[4][5]" \
    first_global_vias 32098 \
    overflow 0 \
    cts_tree "yes" \
    synth_xor_xnor_area_share_pct 1.433 \
    power_switching_uw 1163 \
    ir_drop_v 0.00008680 \
    crit_fanout 37 \
    swShare_pct 21.78 \
    port_buffers 92 \
    tns_ns 0 \
    p_seq_share_pct 52.2 \
    ys_cells 4142 \
    crit_required_ns 17.91 \
    async_reset_ff_share_pct 0 \
    yosysTopAreaCellShare_pct 43.20 \
    final_util_pct 45.38 \
    fmax_mhz 131.3 \
    synth_cell_types 76 \
    netlist_area_um2 47680 \
    numCtsBuffers 108 \
    tightest_slew_ns 0.8717 \
    viasPerCell 5.563 \
    slowest_stage "dfxtp_4" \
    cts_max_level 3 \
    postCtsSetupBuffers 0 \
    ys_area_um2 47680 \
    postPlaceCellArea_um2 50070 \
    endpoint_kind "flop" \
    syn_inst 4142 \
    grt_max_degree 93 \
    edf_count 686 \
    coreArea_um2 118100 \
    setup_viol 0 \
    numClockSinks 1070 \
    finalHoldViolations 0 \
    largest_reg_flops 512 \
    avgSynthCellArea_um2 11.51 \
    start_kind "flop" \
    warnings 76 \
    topCombFamilyByArea "simple AND/OR/NAND/NOR gates" \
    die_w_um 347.3 \
    adder_share_pct 2.892 \
    synth-seq-cells 1070 \
    clk_pin_slew_ns 0.06 \
    max-slew-margin-rel_pct 41.74 \
    fin_area_um2 53590 \
    worst_path_most_repeated_cell "buf_4" \
    die_y_um 347.3 \
    p_int_uw 4177 \
    clockBufferDepth 3 \
    p_total_uw 5340 \
    outcome "completed" \
    drc 0 \
    pwr-share-comb_pct 4.7 \
    rows 126 \
    rsz0062_at_grt "false" \
    grt_usage_pct 22.57 \
    area_leaders "edfxtp_1 (43%), dfxtp_1 (16%), mux4_2 (9.1%)" \
    place_congestion 0.8945 \
    dp_hpwl_um 79440 \
    crit_chain "buf_4, buf_4, mux4_2, mux4_2, mux2i_1, inv_1, ha_1, nand2_1, nor2b_1, a21boi_0, a21o_1, a311o_2, buf_4, o41a_1, nor2_4, nand2_1, buf_4, nor2_1" \
    root_buffer "clkbuf_16" \
    path_class "flop to flop" \
    yosys_warnings 0 \
    hp-class "flop to flop" \
    p_per_area_nw_per_um2 99.65 \
    wl_per_cell_um 21.88 \
    critPathMaxStageDelay_ns 0.74 \
    top_register "vh" \
    top_area_cell "edfxtp_1" \
    drv_slew 0 \
    drtIter0Drc 2622 \
    dr.pass1.iters 7 \
    synth-compound-area-share_pct 8.630 \
    io-pin-count 139 \
    synth_top_cell_by_count "edfxtp_1" \
    die-area_um2 120600 \
    hold_buffers 0 \
    reg_top3 "vh x512, out_count x64, vo x64" \
    muxShareOfSynthArea_pct 9.735 \
    grt_antenna_before_repair 1 \
    drive_gt1_share_pct 10.97 \
    drv_cap 0 \
    antenna_cells_inserted 0 \
    post_cts_resized 0 \
    vias 32067 \
    initial_utilization_pct 40.38 \
    ys_sh_simple_pct 14.58 \
    grt_pass1_wl_um 194200 \
    whs_endpoint "reg_control[16]" \
    min-delay-start "reg_control[16]" \
    rrSetupSlack_ns 9.88 \
    clock_latency_ns 0.71 \
    power_frac_clock_pct 43.2 \
    antenna_left 0 \
    synth_seq_share_pct 59.32 \
    area_growth_syn_to_layout_pct 12.38 \
    hold-path-cell-count 2 \
    drt_wl_total_um 126100 \
    crit_arrival_ns 8.03 \
    fin_worst_skew_ns 0.02863 \
    flop_cell "edfxtp_1" \
    top_cells_by_count "edfxtp_1 (686), nor2_1 (680), nand2_1 (505), dfxtp_1 (384), a21oi_1 (231)" \
]
per-layer routing:
metal | wire (µm) | share of wire, % | vias to the layer above | track usage (%)
met5 | 15 | 0.012 | - | 0.2801
met4 | 3932 | 3.1 | 2 | 5.472
met3 | 13530 | 11 | 222 | 9.336
met2 | 58870 | 47 | 1226 | 34.16
met1 | 49770 | 39 | 15593 | 31.88
li1 | - | - | 15024 | -
through the flow:
stage / hold slack [ns] / std cells / setup slack, ns
after CTS: 0.4540 / 5764 / 9.907
after floorplan: 0.4180 / 4145 / 11.17
after global placement: 0.4378 / 5562 / 10.02
final: 0.4541 / 5764 / 9.884
after detailed placement: 0.4404 / 5562 / 9.927
after global routing: 0.4673 / 5764 / 9.344
layout by cell type (no fill, tap or decap), drive strengths merged, types with 10 or more instances in the layout:
cell,instances
a211oi,23
a21o,33
a21oi,231
a221oi,32
a222oi,23
a22o,45
a22oi,25
a31oi,39
and2,54
and3,66
buf,76
clkbuf,147
clkdlybuf4s50,91
clkinv,37
dfxtp,384
edfxtp,686
ha,107
inv,132
mux2i,25
mux4,192
nand2,505
nand2b,13
nand3,79
nand4,25
nor2,681
nor2b,24
nor3,100
nor3b,17
nor4,15
o211ai,10
o21a,12
o21ai,107
xnor2,34
xor2,44
how the worst max path moves through the flow:
stage     startpoint  endpoint  slack [ns]  cells after the start
6_report        flop  vh[4][5]        9.88                     18
5_1_grt         flop  vh[1][5]        9.34                     18
4_1_cts         flop  vh[0][5]        9.91                     18
power by group through the flow:
stage	registers, µW	clock network (µW)	logic, µW
final	2790	2300	249
after global routing	2790	2440	270
after CTS	2790	2350	249
cell type report:
cell class / count / area (µm²)
fill: 10497 / 64490
sequential: 1070 / 28300
multi-input combinational: 2661 / 17870
clock buffer: 147 / 2992
tap: 1536 / 1922
timing repair buffer: 167 / 1491
clock inverter: 55 / 528.0
inverter: 128 / 485.5
critical path, delay by kind of cell (launching register included):
| kind | cells | cell delay (ns) |
|---|---|---|
| AOI/OAI and AO/OA | 4 | 1.49 |
| buffers and inverters | 5 | 2.05 |
| DFF | 1 | 0.74 |
| adders and majority gates | 1 | 0.50 |
| muxes | 3 | 1.49 |
| and+or+nand+nor | 5 | 0.99 |
logic make-up after synthesis:
kind of cell,count (synthesis)
DFF,1070
xor gates and xnor gates,78
other,1
AOI/OAI and AO/OA,637
and+or+nand+nor,1610
adders and majority gates,109
buffers and inverters,414
muxes,223
Power figures rest on the tool's default switching activity, not on a simulated workload.
