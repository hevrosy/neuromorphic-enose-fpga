==> flow/design.v <==
`timescale 1ns / 1ps
module enose_accel_stub #(
    parameter C_S00_AXI_DATA_WIDTH = 32,
    parameter C_S00_AXI_ADDR_WIDTH = 7
)(
    input  wire                                  s00_axi_aclk,
    input  wire                                  s00_axi_aresetn,
    input  wire [C_S00_AXI_ADDR_WIDTH-1:0]       s00_axi_awaddr,
    input  wire [2:0]                             s00_axi_awprot,
    input  wire                                   s00_axi_awvalid,
    output reg                                    s00_axi_awready,
    input  wire [C_S00_AXI_DATA_WIDTH-1:0]       s00_axi_wdata,
    input  wire [(C_S00_AXI_DATA_WIDTH/8)-1:0]   s00_axi_wstrb,
    input  wire                                   s00_axi_wvalid,
    output reg                                    s00_axi_wready,
    output wire [1:0]                             s00_axi_bresp,
    output reg                                    s00_axi_bvalid,
    input  wire                                   s00_axi_bready,
    input  wire [C_S00_AXI_ADDR_WIDTH-1:0]       s00_axi_araddr,
    input  wire [2:0]                             s00_axi_arprot,
    input  wire                                   s00_axi_arvalid,
    output reg                                    s00_axi_arready,
    output reg  [C_S00_AXI_DATA_WIDTH-1:0]       s00_axi_rdata,
    output wire [1:0]                             s00_axi_rresp,
    output reg                                    s00_axi_rvalid,
    input  wire                                   s00_axi_rready,
    input  wire [31:0] s_axis_tdata,
    input  wire        s_axis_tvalid,
    output wire        s_axis_tready,
    input  wire        s_axis_tlast
);
    wire clk    = s00_axi_aclk;
    wire resetn = s00_axi_aresetn;
    assign s00_axi_bresp = 2'b00;
    assign s00_axi_rresp = 2'b00;
    reg [31:0] r_window_len;
    reg        r_done, r_busy, r_err;
    reg [1:0]  r_result_class;
    reg [31:0] r_count0, r_count1, r_count2;
    reg [31:0] r_conf, r_latency, r_debug0, r_debug1;
    reg ctrl_start, ctrl_reset;
    wire wr_txn = s00_axi_awvalid & s00_axi_awready &
                  s00_axi_wvalid  & s00_axi_wready;
    always @(posedge clk) begin
        if (!resetn) begin
            s00_axi_awready <= 1'b1;
            s00_axi_wready  <= 1'b1;
            s00_axi_bvalid  <= 1'b0;
            r_window_len    <= 32'd10;
            ctrl_start      <= 1'b0;
            ctrl_reset      <= 1'b0;
        end else begin
            ctrl_start <= 1'b0;
            ctrl_reset <= 1'b0;
            if (wr_txn) begin
                s00_axi_awready <= 1'b0;
                s00_axi_wready  <= 1'b0;
                s00_axi_bvalid  <= 1'b1;
                case (s00_axi_awaddr[6:2])
                    5'h00: begin
                        if (s00_axi_wdata[0]) ctrl_start <= 1'b1;
                        if (s00_axi_wdata[1]) ctrl_reset <= 1'b1;
                    end
                    5'h02: r_window_len <= s00_axi_wdata;
                    default: ;
                endcase
            end
            if (s00_axi_bvalid && s00_axi_bready) begin
                s00_axi_bvalid  <= 1'b0;
                s00_axi_awready <= 1'b1;
                s00_axi_wready  <= 1'b1;
            end
        end
    end
    always @(posedge clk) begin
        if (!resetn) begin
            s00_axi_arready <= 1'b1;
            s00_axi_rvalid  <= 1'b0;
            s00_axi_rdata   <= 32'd0;
        end else begin
            if (s00_axi_arvalid && s00_axi_arready) begin
                s00_axi_arready <= 1'b0;
                s00_axi_rvalid  <= 1'b1;
                case (s00_axi_araddr[6:2])
                    5'h00: s00_axi_rdata <= 32'd0;
                    5'h01: s00_axi_rdata <= {29'd0, r_err, r_busy, r_done};
                    5'h02: s00_axi_rdata <= r_window_len;
                    5'h03: s00_axi_rdata <= 32'd12;
                    5'h04: s00_axi_rdata <= 32'd32;
                    5'h05: s00_axi_rdata <= 32'd3;
                    5'h06: s00_axi_rdata <= {30'd0, r_result_class};
                    5'h07: s00_axi_rdata <= r_count0;
                    5'h08: s00_axi_rdata <= r_count1;
                    5'h09: s00_axi_rdata <= r_count2;
                    5'h0A: s00_axi_rdata <= r_conf;
                    5'h0B: s00_axi_rdata <= r_latency;
                    5'h0C: s00_axi_rdata <= r_debug0;
                    5'h0D: s00_axi_rdata <= r_debug1;
                    default: s00_axi_rdata <= 32'd0;
                endcase
            end
            if (s00_axi_rvalid && s00_axi_rready) begin
                s00_axi_rvalid  <= 1'b0;
                s00_axi_arready <= 1'b1;
            end
        end
    end
    assign s_axis_tready = resetn;   
    wire stream_beat = s_axis_tvalid & s_axis_tready;
    function [3:0] popcount12;
        input [11:0] bits;
        integer k;
        begin
            popcount12 = 0;
            for (k = 0; k < 12; k = k + 1)
                popcount12 = popcount12 + {3'b0, bits[k]};
        end
    endfunction
    reg [31:0] acc_pop;
    reg [31:0] acc_words;
    always @(posedge clk) begin
        if (!resetn || ctrl_reset) begin
            acc_pop   <= 32'd0;
            acc_words <= 32'd0;
        end else if (stream_beat) begin
            acc_pop   <= acc_pop + {28'd0, popcount12(s_axis_tdata[11:0])};
            acc_words <= acc_words + 32'd1;
        end
    end
    always @(posedge clk) begin
        if (!resetn || ctrl_reset) begin
            r_done         <= 1'b0;
            r_busy         <= 1'b0;
            r_err          <= 1'b0;
            r_result_class <= 2'd0;
            r_count0       <= 32'd0;
            r_count1       <= 32'd0;
            r_count2       <= 32'd0;
            r_conf         <= 32'd0;
            r_latency      <= 32'd0;
            r_debug0       <= 32'd0;
            r_debug1       <= 32'd0;
        end else if (ctrl_start) begin
            r_debug0 <= acc_words;
            r_debug1 <= acc_pop;
            r_done   <= 1'b1;
            if (acc_words < r_window_len) begin
                r_err <= 1'b1;
            end else begin
                r_err <= 1'b0;
                if (acc_pop < 32'd30) begin
                    r_result_class <= 2'd0;
                    r_count0 <= acc_pop; r_count1 <= 0; r_count2 <= 0;
                end else if (acc_pop < 32'd70) begin
                    r_result_class <= 2'd1;
                    r_count0 <= 0; r_count1 <= acc_pop; r_count2 <= 0;
                end else begin
                    r_result_class <= 2'd2;
                    r_count0 <= 0; r_count1 <= 0; r_count2 <= acc_pop;
                end
                r_conf    <= 32'd32767;
                r_latency <= acc_words;
            end
        end
    end
endmodule
==> flow/run.sh <==
#!/bin/bash
# OpenROAD 26Q1-2900-gdf79404cd8, Yosys 0.63+post, stock flow scripts
make -C /OpenROAD-flow-scripts/flow DESIGN_CONFIG=/design/flow/config.mk WORK_HOME=/design/flow/orfs finish
==> flow/config.mk <==
export PLATFORM = sky130hd
export DESIGN_NAME = enose_accel_stub
export DESIGN_NICKNAME = enose_accel_stub
export VERILOG_FILES = /design/flow/design.v
export SDC_FILE = /design/flow/constraint.sdc
export NUM_CORES = 4
export LEC_CHECK = 1
export CORE_UTILIZATION = 40
export SYNTH_HDL_FRONTEND = slang
==> flow/constraint.sdc <==
current_design enose_accel_stub

set clk_period 11.9
set clk_io_pct 0.2

create_clock -name clk0 -period $clk_period [get_ports {s00_axi_aclk}]

set non_clock_inputs [all_inputs -no_clocks]
set_input_delay [expr $clk_period * $clk_io_pct] -clock clk0 $non_clock_inputs
set_output_delay [expr $clk_period * $clk_io_pct] -clock clk0 [all_outputs]
==> impl_metrics.prom <==
# HELP chip_impl_metric Synthesis and place-and-route metrics
# TYPE chip_impl_metric gauge
chip_impl_metric{name="async_reset_ff_share",unit="%"} 0
chip_impl_metric{name="clkTransAtPathRegs",unit="ps"} 60
chip_impl_metric{name="clockBufferDepth",unit=""} 3
chip_impl_metric{name="static-leakage-power",unit="µW"} 0.00691
chip_impl_metric{name="clk-insertion-delay-late",unit="ps"} 520
chip_impl_info{name="worst_r2r_startpoint",value="acc_pop[0]"} 1
chip_impl_info{name="setup.worst_path.start_class",value="input pin"} 1
chip_impl_metric{name="first_iter_violations",unit=""} 891
chip_impl_metric{name="grtUsageTotal",unit="%"} 22.6
chip_impl_metric{name="grt_antenna_before_repair",unit=""} 0
chip_impl_metric{name="fmax",unit="MHz"} 154
chip_impl_metric{name="dp.cells",unit=""} 2161
chip_impl_metric{name="avgViaCountPerCell",unit=""} 5.37
chip_impl_metric{name="rows",unit=""} 70
chip_impl_info{name="leading_post_synthesis_cells_by_cell_area",value="sky130_fd_sc_hd__dfxtp_1, sky130_fd_sc_hd__mux2i_1, sky130_fd_sc_hd__nand2_1"} 1
chip_impl_info{name="status",value="complete, no violations"} 1
chip_impl_metric{name="numCtsBuffers",unit=""} 38
chip_impl_metric{name="fillers",unit=""} 3415
chip_impl_metric{name="post_route_cells_drive_above_1_share",unit="%"} 6.36
chip_impl_info{name="crit_path_end_kind",value="flip-flop"} 1
chip_impl_info{name="grt_setup_unrepaired",value="false"} 1
chip_impl_metric{name="synth-cells-yosys",unit=""} 1686
chip_impl_info{name="crit_type",value="input pin to flip-flop"} 1
chip_impl_metric{name="tightest_slew",unit="ps"} 812
chip_impl_metric{name="cts_num_sinks",unit=""} 331
chip_impl_metric{name="synth_chip_area",unit="µm²"} 15000
chip_impl_info{name="yosys_most_used_dff",value="sky130_fd_sc_hd__dfxtp_1"} 1
chip_impl_metric{name="io_pins",unit=""} 139
chip_impl_metric{name="cts-hold-fix-buffers",unit=""} 0
chip_impl_metric{name="cell_pwr_density",unit="nW/µm²"} 142
chip_impl_metric{name="report.final.hold_viol_count",unit=""} 0
chip_impl_metric{name="synth.yosys.warnings",unit=""} 0
chip_impl_info{name="layout_top_cells_excl_fill_tap",value="sky130_fd_sc_hd__dfxtp_1, sky130_fd_sc_hd__nand2_1, sky130_fd_sc_hd__mux2i_1, sky130_fd_sc_hd__nor2_1, sky130_fd_sc_hd__clkdlybuf4s50_1"} 1
chip_impl_metric{name="drcViolationCount",unit=""} 0
chip_impl_metric{name="syn-cell-area",unit="µm²"} 15000
chip_impl_metric{name="peakVddDrop",unit="µV"} 83.2
chip_impl_metric{name="postCtsSetupBuffers",unit=""} 0
chip_impl_metric{name="synthesis.instances",unit=""} 1686
chip_impl_metric{name="ctsResizeCount",unit=""} 0
chip_impl_metric{name="reg2reg_setup_slack",unit="ps"} 7670
chip_impl_info{name="tritoncts",value="done"} 1
chip_impl_info{name="start_point_of_the_worst_min_delay_path",value="r_latency[10]"} 1
chip_impl_metric{name="growth_of_design_area_from_synthesis_to_finish",unit="%"} 17.1
chip_impl_metric{name="floorplan.core_util",unit="%"} 40.8
chip_impl_metric{name="timing.critical_path.arrival",unit="ps"} 6920
chip_impl_metric{name="final.setup_skew",unit="ps"} 21.1
chip_impl_metric{name="data_required_time_at_the_worst_endpoint",unit="ps"} 12310
chip_impl_info{name="clock_tree.root_cell",value="sky130_fd_sc_hd__clkbuf_16"} 1
chip_impl_metric{name="totalNegativeSetupSlack",unit="ps"} 0
chip_impl_metric{name="fin_cells",unit=""} 2229
chip_impl_metric{name="yosysUniqueCellTypes",unit=""} 63
chip_impl_metric{name="finalSetupViolCount",unit=""} 0
chip_impl_metric{name="global_route.overflow_total",unit=""} 0
chip_impl_metric{name="ant_nets",unit=""} 0
chip_impl_metric{name="vias",unit=""} 12000
chip_impl_metric{name="hpwlAfterDp",unit="mm"} 26.8
chip_impl_metric{name="enable_flop_cells",unit=""} 0
chip_impl_metric{name="holdPathStages",unit=""} 2
chip_impl_metric{name="drv_cap",unit=""} 0
chip_impl_metric{name="dr_wl_cell",unit="µm"} 18.6
chip_impl_metric{name="port_buffers",unit=""} 99
chip_impl_metric{name="relSlewSlack",unit="%"} 45.9
chip_impl_metric{name="grt_max_degree",unit=""} 79
chip_impl_info{name="yosys.area.top_type",value="sky130_fd_sc_hd__dfxtp_1"} 1
chip_impl_metric{name="core",unit="µm²"} 36800
chip_impl_info{name="worst_hold_path_class",value="flip-flop to flip-flop"} 1
chip_impl_metric{name="ff2ff_path_depth",unit=""} 14
chip_impl_metric{name="final.hold.worst_slack",unit="ps"} 458
chip_impl_metric{name="htree_levels",unit=""} 2
chip_impl_metric{name="grt_pass1_vias",unit=""} 11500
chip_impl_metric{name="route.antenna.diode_count",unit=""} 0
chip_impl_metric{name="detailedRoute.firstPassIterationCount",unit=""} 6
chip_impl_metric{name="ys_seq_share",unit="%"} 44.2
chip_impl_info{name="worst_setup_path_startpoint",value="s_axis_tdata[0]"} 1
chip_impl_metric{name="postRouteWirelength",unit="mm"} 41.5
chip_impl_metric{name="die_w",unit="µm"} 196
chip_impl_metric{name="final_min_period_over_clock_period",unit="%"} 54.7
chip_impl_metric{name="warning_count",unit=""} 60
chip_impl_metric{name="first_pass_grt_wire_length",unit="mm"} 65.6
chip_impl_metric{name="slew_violations",unit=""} 0
chip_impl_metric{name="crit_path_max_fanout",unit=""} 14
chip_impl_metric{name="gp_congestion",unit=""} 0.837
chip_impl_metric{name="die_area",unit="µm²"} 38300
chip_impl_metric{name="post-synth-top-area-fraction",unit="%"} 44.2
chip_impl_metric{name="postSynthAreaPerCell",unit="µm²"} 8.90
chip_impl_info{name="mostFrequentLayoutCell",value="sky130_fd_sc_hd__dfxtp_1"} 1
chip_impl_metric{name="synth-seq-cells",unit=""} 331
chip_impl_metric{name="floorplan.die.height",unit="µm"} 196
chip_impl_metric{name="min_cycle_time_layout",unit="ps"} 6500
==> final timing paths <==
check	to
worst max register to register	acc_pop[20]
worst min-delay path	r_latency[10]
worst max-delay path	acc_pop[20]
worst min register to register	r_latency[10]
==> Yosys cell counts (11+ instances only) <==
cell type	number
sky130_fd_sc_hd__dfxtp_1	331
sky130_fd_sc_hd__nand2_1	300
sky130_fd_sc_hd__mux2i_1	160
sky130_fd_sc_hd__nor2_1	127
sky130_fd_sc_hd__a22oi_1	94
sky130_fd_sc_hd__clkbuf_1	84
sky130_fd_sc_hd__nand3_1	61
sky130_fd_sc_hd__and3_1	58
sky130_fd_sc_hd__inv_1	58
sky130_fd_sc_hd__a21boi_0	45
sky130_fd_sc_hd__ha_1	41
sky130_fd_sc_hd__a21oi_1	32
sky130_fd_sc_hd__o21ai_0	31
sky130_fd_sc_hd__xnor2_1	24
sky130_fd_sc_hd__nor2b_1	22
sky130_fd_sc_hd__xor2_1	19
sky130_fd_sc_hd__nand4_1	16
sky130_fd_sc_hd__nor3_1	16
sky130_fd_sc_hd__buf_2	15
sky130_fd_sc_hd__nand2b_1	15
sky130_fd_sc_hd__nor4_1	15
sky130_fd_sc_hd__a222oi_1	12
sky130_fd_sc_hd__and4_1	11
==> per-layer routing <==
metal  global-route usage [%]  share of wire (%)  routed length [µm]
met3                     6.37                8.0                3310
met2                     33.0                 42               17600
met4                     3.59                1.8                 752
met1                     34.9                 48               19900
met5                        0                  0                   0
==> worst max-delay path, stage by stage <==
cell	delay [ps]
sky130_fd_sc_hd__clkdlybuf4s50_1	430
sky130_fd_sc_hd__fa_1	550
sky130_fd_sc_hd__inv_1	60
sky130_fd_sc_hd__fa_1	510
sky130_fd_sc_hd__fa_1	420
sky130_fd_sc_hd__fa_1	450
sky130_fd_sc_hd__fa_1	440
sky130_fd_sc_hd__inv_1	90
sky130_fd_sc_hd__fa_1	200
sky130_fd_sc_hd__a21oi_1	80
sky130_fd_sc_hd__o21ai_0	270
sky130_fd_sc_hd__a21oi_1	120
sky130_fd_sc_hd__buf_4	200
sky130_fd_sc_hd__nor3_1	350
sky130_fd_sc_hd__a31oi_1	140
sky130_fd_sc_hd__a41o_1	210
==> cell families (layout without fill, tap and decap cells) <==
family	count (synthesis)	after routing	share of synthesized area, %
mux	160	160	10.7
compound gates	253	253	12.2
fa+ha+maj	49	49	4.49
xor+xnor	43	43	2.51
other cells	1	4	0.0250
simple gates	667	667	20.6
flops	331	331	44.2
buf+inv	182	254	5.33
==> layout make-up <==
type | count | area (µm²) | area share [%]
clock buffers | 58 | 1160 | 6.59
clock inverters | 10 | 111 | 0.634
inverters | 58 | 218 | 1.24
multi-input cells | 1176 | 7660 | 43.6
flip-flops and latches | 331 | 6630 | 37.7
well taps | 468 | 586 | 3.33
repair buffers | 128 | 1200 | 6.85
==> per-stage QoR <==
step | setup WS, ps | total power, µW | instance area (µm²) | util, %
after floorplan | 5680 | 1280 | 15000 | -
after global placement | 4920 | 1350 | 16300 | 44.3
after detailed placement | 4840 | 1350 | 16300 | 44.3
after CTS | 5380 | 2520 | 17600 | 47.8
after global routing | 5090 | 2590 | 17600 | 47.8
final | 5400 | 2500 | 17600 | 47.8
==> report_power, final <==
part / switching (µW) / internal (µW)
Clock: 457 / 714
Combinational: 107 / 85.8
Sequential: 16.8 / 1120
Power figures rest on the tool's default switching activity, not on a simulated workload.
